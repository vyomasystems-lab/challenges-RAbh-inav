==> flow/design.v <==
module shift_and_add_binary_multiplier_buggy( clk,rst,A, B, C);
parameter m=8, n=8;
integer i;
input clk,rst;
input [m-1:0] A;
input [n-1:0] B;
output reg [m+n-1:0]C;
reg [m+n-1:0]A1;
reg [n-1:0]B1;
always@(posedge clk or posedge rst )
begin
		if (rst)
		begin
		C=1;
		end
		else 
		if( B % 9!=0 )
		begin
		C=0;
		A1[m-1:0]=A;
		A1[m+n-1:m]=0;
		B1=B;
        for (i=0;i<n;i=i+1)
        begin
			if(B1[i]==1'b0)
			begin
				C=C+0;
			end
			else if (B1[i]==1'b1)
			begin
				if(A1 <= 12)
				C=C+(A1<<i);
			end
		end
		end
end
endmodule
==> flow/run.sh <==
#!/bin/bash
# OpenROAD 26Q1-2900-gdf79404cd8, Yosys 0.63+post, stock flow scripts
make -C /OpenROAD-flow-scripts/flow DESIGN_CONFIG=/design/flow/config.mk WORK_HOME=/design/flow/orfs finish
==> flow/config.mk <==
export PLATFORM = sky130hd
export DESIGN_NAME = shift_and_add_binary_multiplier_buggy
export DESIGN_NICKNAME = shift_and_add_binary_multiplier_buggy
export VERILOG_FILES = /design/flow/design.v
export SDC_FILE = /design/flow/constraint.sdc
export NUM_CORES = 4
export LEC_CHECK = 1
export CORE_UTILIZATION = 30
==> flow/constraint.sdc <==
current_design shift_and_add_binary_multiplier_buggy

set clk_period 1.5
set clk_io_pct 0.2

create_clock -name clk0 -period $clk_period [get_ports {clk}]

set non_clock_inputs [all_inputs -no_clocks]
set_input_delay [expr $clk_period * $clk_io_pct] -clock clk0 $non_clock_inputs
set_output_delay [expr $clk_period * $clk_io_pct] -clock clk0 [all_outputs]
==> impl_metrics.py <==
# Metrics from the implementation run
metrics = {
    "critical_path": {
        "critical_path.max_stage_delay_ns": 0.39,
        "cp-endpoint": "C[14]$_DFFE_PP0P_",
        "cp-start-kind": "primary input",
        "slowest_stage": "fa_2",
        "worstSetupPathType": "primary input to flip-flop",
        "cp.required_ns": 1.62,
        "reg2reg_slack_ns": 0.69,
        "crit_start": "A[0]",
        "timing.rr.end": "C[14]$_DFFE_PP0P_",
        "r2r-start": "C[14]$_DFFE_PP0P_",
        "cp_max_fo": 3,
        "cpMostUsedCell": "a21o_1",
        "worstPathArrival_ns": 8.82,
        "reg2reg_depth": 1,
        "worst_setup_path_end_kind": "flip-flop",
    },
    "layout": {
        "largest_reg_flops": 16,
        "lay_top_count": "buf_4",
        "mostFrequentLayoutCells": "201 x buf_4, 35 x nand2_1, 35 x nor2_1, 35 x ha_1, 30 x inv_1",
        "utilization": 0.514,
        "area_growth_pct": 67.4,
        "drive_above_1_share": 0.488,
        "fillers": 1262,
    },
    "clock_tree": {
        "numCtsBuffers": 3,
        "clk_pin_slew_ns": 0.05,
        "cts_buffer_depth": 2,
        "cts_num_sinks": 16,
        "clk_latency_ns": 0.24,
        "cts_root_buffer": "clkbuf_16",
        "cts_tree": "built",
        "htree_levels": 1,
        "holdBufCountCts": 0,
    },
    "timing": {
        "slew_viol_final": 0,
        "finalClockSkew_ns": 0,
        "finalHoldViolCount": 0,
        "fmaxAchievable_mhz": 115,
        "rsz0062_at_grt": "true",
        "fin_crit_ns": 8.70,
        "setup_viol": 16,
        "layout_setup_ws_ns": -7.20,
        "period_used_share": 5.80,
        "tns_ns": -83.04,
    },
    "logic_synthesis": {
        "synthCells": 597,
        "ys_cells": 597,
        "yosys-stat-area_um2": 4670,
        "edf_count": 0,
        "ys_ff": 16,
        "synth_warnings": 1,
        "top_area_cell": "ha_1",
        "avgSynthCellArea_um2": 7.82,
        "syn_area_um2": 4670,
        "seq_area_frac_synth": 0.0860,
        "flop_cell": "dfrtp_1",
        "async_flop_share": 1.00,
        "yosysTopAreaCellShare": 0.166,
        "synthDistinctLibCells": 83,
        "area_leaders": "ha_1 17%, dfrtp_1 8.0%, mux2_2 5.3%, xnor2_1 5.1%, a21oi_1 4.5%",
    },
    "routing": {
        "antenna_cells": 0,
        "route.detailed.drc": 0,
        "via_per_inst": 5.21,
        "routed_wl_mm": 15.3,
        "dr.pass1.iters": 4,
        "detail-route-antenna-nets": 0,
        "drt_iter0_drc": 245,
        "wl_per_cell_um": 15.2,
        "vias": 5265,
    },
    "global_routing": {
        "antenna_found_initial": 0,
        "grt_pass1_wl_mm": 24.8,
        "grt_max_degree": 31,
        "overflow": 0,
        "track_usage": 0.191,
        "grt_pass1_vias": 5071,
    },
    "floorplanning": {
        "row_count": 45,
        "die_area_um2": 16100,
        "chipHeight_um": 127,
        "die_x_um": 127,
        "fp-utilization": 0.307,
        "io_pins": 34,
        "core_area_um2": 15200,
    },
    "min_path": {
        "hold_class": "primary input to asynchronous set/reset pin",
    },
    "power_and_ir_drop": {
        "ir_worst_vdd_mv": 0.536,
        "leakagePower_nw": 3.60,
        "total_power_mw": 3.04,
        "powerDensity_nw_per_um2": 389,
    },
    "flow_run": {
        "drv_cap": 0,
        "warnings": 33,
    },
    "status": {
        "status": "complete, but fails checks",
        "violations": "negative setup slack",
    },
    "placement": {
        "pre_cts_slack_ns": -7.78,
        "portBuffers": 33,
        "finalWeightedCongestion": 0.934,
        "dp_hpwl_mm": 11.4,
    },
}
cell type report:
| type | count | area, µm² | share of cell area |
|---|---|---|---|
| clock buffer | 4 | 88.8 | 0.0114 |
| inverter | 38 | 145 | 0.0186 |
| multi-input combinational | 522 | 4990 | 0.638 |
| sequential | 16 | 402 | 0.0514 |
| tap | 188 | 235 | 0.0301 |
| timing repair buffer | 243 | 1950 | 0.250 |
cells in the mapped netlist (3+ instances only):
cell type,count
a31o_2,3
a32oi_1,4
nand2_1,37
dfrtp_1,15
or2_2,5
buf_2,7
and3_1,8
nor2_1,42
mux2i_1,12
mux2_1,7
a211oi_1,9
a31oi_1,11
mux2_2,22
o22ai_1,4
o21ai_0,28
nor2b_1,22
inv_1,36
o32ai_1,3
o21bai_1,5
a21o_1,19
o211ai_1,6
xnor2_1,27
buf_6,4
nor3b_1,3
nand2b_1,16
ha_1,62
clkbuf_1,10
xor2_1,11
and2_1,8
or3_1,3
nor4_1,3
o2bb2ai_1,4
fa_1,7
a21oi_1,42
nand3_1,12
a211o_1,4
nor3_1,17
o21a_1,6
how the worst min path moves through the flow:
| stage | slack (ns) | to | cells past startpoint | from |
|---|---|---|---|---|
| 4_1_cts | 0.37 | C[14]$_DFFE_PP0P_ | 3 | rst |
| 5_1_grt | 0.40 | C[13]$_DFFE_PP0P_ | 3 | rst |
| 6_report | 0.36 | C[14]$_DFFE_PP0P_ | 3 | rst |
per-layer routing:
metal | GRT usage | share of wire
met5 | 0 | 0
met1 | 0.279 | 0.49
met2 | 0.312 | 0.45
met4 | 0.0280 | 0.012
met3 | 0.0223 | 0.044
stage by stage:
stage                     hold slack (ns)  std cells  cell area (µm²)
after detailed placement            0.485        959             6590
after floorplan                     0.213        601             4990
after global routing                0.402       1011             7810
final                               0.364       1011             7810
after global placement              0.480        959             6590
after CTS                           0.373        992             7350
cell families (layout without fill, tap and decap cells):
kind of cell | after synthesis | after routing | share of synthesized area
simple gates | 183 | 183 | 0.202
fa+ha+maj | 70 | 70 | 0.198
compound gates | 184 | 184 | 0.282
other cells | 1 | 5 | 0.000803
buf+inv | 63 | 285 | 0.0606
xor+xnor | 39 | 39 | 0.0748
flops | 16 | 16 | 0.0860
mux | 41 | 41 | 0.0957
worst max-delay path: cells and delay by family:
kind	cells	cell delay, ns
AND-OR/OR-AND	19	3.42
adder cells (fa/ha/maj)	8	2.13
AND/OR/NAND/NOR	12	1.17
buffers and inverters	7	0.86
XOR/XNOR	4	0.64
multiplexers	1	0.28
report_power, final:
part           switching, mW  leakage, nW  total (mW)  internal [mW]
registers            0.00725        0.218       0.453          0.446
logic                  0.968         3.34        2.02           1.06
clock network          0.155       0.0442       0.559          0.404
total                   1.13         3.60        3.04           1.91
what timing repair did:
action	in CTS	in global routing
gates cloned	1	0
gates resized	142	57
setup buffers	28	19
endpoints found under the setup margin	17	16
pin swaps	66	30
Power figures rest on the tool's default switching activity, not on a simulated workload.
