**constraint.sdc**
```tcl
current_design shift_and_add_binary_multiplier_bug_free

set clk_period 1.0
set clk_io_pct 0.2

create_clock -name clk0 -period $clk_period [get_ports {clk}]

set non_clock_inputs [all_inputs -no_clocks]
set_input_delay [expr $clk_period * $clk_io_pct] -clock clk0 $non_clock_inputs
set_output_delay [expr $clk_period * $clk_io_pct] -clock clk0 [all_outputs]
```
**design.v**
```verilog
module shift_and_add_binary_multiplier_bug_free( clk,rst,A, B, C);
parameter m=8, n=8;
integer i;
input clk,rst;
input [m-1:0] A;
input [n-1:0] B;
output reg [m+n-1:0]C;
reg [m+n-1:0]A1;
reg [n-1:0]B1;
always@(posedge clk or posedge rst )
begin
		if (rst)
		begin
		C=0;
		end
		else 
		begin
		C=0;
		A1[m-1:0]=A;
		A1[m+n-1:m]=0;
		B1=B;
        for (i=0;i<n;i=i+1)
        begin
			if(B1[i]==1'b0)
			begin
				C=C+0;
			end
			else if (B1[i]==1'b1)
			begin
				C=C+(A1<<i);
			end
		end
		end
end
endmodule
```
**config.mk**
```make
export PLATFORM = sky130hd
export DESIGN_NAME = shift_and_add_binary_multiplier_bug_free
export DESIGN_NICKNAME = shift_and_add_binary_multiplier_bug_free
export VERILOG_FILES = /design/flow/design.v
export SDC_FILE = /design/flow/constraint.sdc
export NUM_CORES = 4
export LEC_CHECK = 1
export CORE_UTILIZATION = 40
```
**run.sh**
```bash
#!/bin/bash
# OpenROAD 26Q1-2900-gdf79404cd8, Yosys 0.63+post, stock flow scripts
make -C /OpenROAD-flow-scripts/flow DESIGN_CONFIG=/design/flow/config.mk WORK_HOME=/design/flow/orfs finish
```
==> results.tsv <==
metric	value	unit
count_of_library_flops_with_an_enable_pin	0	
type_of_the_tightest_min_delay_check	in -> reg	
log.warning_count	32	
cts-buffers-inserted	3	
wl	11890	um
run_status	finished, violations left	
timing.max_slew.rel_slack	67.13	%
power.ir.vdd_worst	1142	uV
post_synth.cell_area_avg	7.837	sq um
path_max_fanout	5	
cp_data_arrival_time	7.78	ns
power.leakage	0.002931	uW
wire_per_inst	15.75	um
grt_pass1_wl	17450	um
post_cts_hold_buffer_count	0	
setup_violations	14	
grt_max_degree	18	
critPathSlowestCell	sky130_fd_sc_hd__fa_2	
die-area	9136	sq um
yosys-stat-area	3503	sq um
drt-initial-drc-count	219	
number_of_instances_in_the_synthesized_netlist	447	
dpl.hpwl	8154	um
die-width	95.59	um
period_minus_slack	7.640	ns
grt_pass1_vias	3681	
post_synth_instance_area	3503	sq um
chipHeight	95.59	um
clock_tree.buffer_depth	2	
overflow	0	
place.detailed.instances	701	
via_per_inst	5.465	
design.portCount	34	
fp-row-count	33	
finalWeightedCongestion	0.9523	
ys_seq_share	11.43	%
setup_slack	-6.640	ns
cts_clock_pin_slew_for_the_worst_setup_and_hold_paths	0.06	ns
largest_reg_flops	16	
clock_sink_count	16	
max-cap-violations	0	
routed-via-count	4126	
worstMarginPinSlew	0.4915	ns
clock.fmax	130.9	MHz
core_util_floorplan	42.00	%
clk_root_buffer_cell	sky130_fd_sc_hd__clkbuf_8	
firstDrtPassIters	5	
synthDistinctLibCells	60	
synthToLayoutAreaGrowth	78.64	%
grt_antenna_before_repair	0	
core_area	8341	sq um
required	1.14	ns
num_antenna_cells	0	
synth.ff_latch_count	16	
worst_setup_path_start_kind	input port	
timing_worst_setup_path_type	in -> reg	
post_route_clock_period_utilization	764.0	%
detail_route.drc_violations	0	
synth-async-reset-ratio	100.0	%
yosys_warnings	1	
finalNonFillerCells	755	
layout.filler_cells	502	
grt_overall_usage	24.58	%
synth_stat.cells	447	
numPortBuffers	33	
flop_cell	sky130_fd_sc_hd__dfrtp_1	
finalHoldViolations	0	
layout-drive-gt1-share	55.23	%
critPathMostFrequentCell	sky130_fd_sc_hd__ha_4	
worstSetupEndpointType	flip-flop	
power_per_cell_area	2266	nW/um^2
failed_checks	negative setup slack	
holdPathStages	2	
final_antenna_net_count	0	
setup_repair_after_global_routing_missed_its_margin	true	
h-tree-depth	1	
cp_slowest_stage_delay	0.42	ns
timing_max_transition_violations_final	0	
tritoncts_clock_tree	yes	
timing.hold.ws	0.1853	ns
repair_timing:
action / in CTS / in global routing
pin swaps: 74 / 69
buffers inserted: 31 / 19
gates cloned: 0 / 0
resized: 142 / 102
setup endpoints to repair: 31 / 30
placed cells by master, fill, tap and decap left out, drive strengths merged, types with 4 or more instances in the layout:
master,count
o21bai,6
nor3,8
nand2,34
xnor2,22
nor2,35
a21o,11
mux2i,6
a21oi,32
o21a,11
nand2b,5
nor2b,9
buf,181
clkbuf,21
o31a,4
clkdlybuf4s50,7
and2,7
or3,4
xor2,10
inv,32
o211ai,9
a31oi,10
dfrtp,16
o31ai,4
and3,5
nand3,8
fa,7
mux2,11
o21ai,32
ha,58
per-stage QoR:
| step | util, % | TNS (ns) | instance area [sq um] | power (uW) | worst slack (ns) |
|---|---|---|---|---|---|
| 2_1_floorplan | - | -67.02 | 3692 | 6172 | -6.439 |
| 3_3_place_gp | 60.80 | -78.94 | 5071 | 9366 | -7.380 |
| 3_5_place_dp | 60.80 | -79.40 | 5071 | 9484 | -7.382 |
| 4_1_cts | 69.07 | -66.70 | 5761 | 11960 | -6.478 |
| 5_1_grt | 75.04 | -71.49 | 6259 | 15310 | -6.889 |
| 6_report | 75.04 | -68.67 | 6259 | 14180 | -6.640 |
layer usage:
layer	GRT usage, %	routed length [um]
met4	3.109	140
met5	0	0
met2	38.51	5210
met3	1.541	547
met1	38.15	5992
final timing paths:
| check | end | slack (ns) | startpoint |
|---|---|---|---|
| max in group asynchronous | C[15] | 0.63 | rst |
| hold / removal | C[0] | 0.19 | B[0] |
| setup / recovery | C[13] | -6.64 | B[0] |
| min in group asynchronous | C[7] | 0.26 | rst |
layout make-up:
class	instances	area, sq um	share of cell area, %
Multi-Input combinational cell	386	3918	62.60
Timing Repair Buffer	211	1628	26.01
Sequential cell	16	400.4	6.397
Tap cell	105	131.4	2.099
Inverter	33	126.4	2.019
Clock buffer	4	55.05	0.8796
critical path: cells and delay by family:
family / cells / cell delay (ns)
compound gates: 13 / 2.55
xor+xnor: 4 / 0.48
fa+ha+maj: 8 / 2.27
buf+inv: 3 / 0.38
mux: 3 / 0.68
simple gates: 9 / 1.25
power by group:
part | internal [uW] | switching [uW]
combinational | 7190 | 5470
clock | 349 | 216
sequential | 898 | 55.8
cells in the mapped netlist, drive strengths merged (10+ instances only):
| cell type | n | area [sq um] |
|---|---|---|
| ha | 58 | 725.7 |
| nor2 | 35 | 131.4 |
| nand2 | 34 | 127.6 |
| a21oi | 32 | 160.2 |
| inv | 32 | 120.1 |
| o21ai | 32 | 160.1 |
| xnor2 | 22 | 192.7 |
| dfrtp | 16 | 400.4 |
| a21o | 11 | 82.58 |
| mux2 | 11 | 131.4 |
| o21a | 11 | 82.58 |
| a31oi | 10 | 62.56 |
| xor2 | 10 | 87.58 |
kinds of logic after synthesis:
| family | share of synthesized area, % |
|---|---|
| AOI/OAI and AO/OA | 28.50 |
| and+or+nand+nor | 16.96 |
| adders and majority gates | 24.71 |
| buffers and inverters | 4.929 |
| xor gates and xnor gates | 8.000 |
| muxes | 5.464 |
| DFF | 11.43 |
No activity file was given, so power comes from the tool's default toggle rates.
